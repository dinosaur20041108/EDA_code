### flow/constraint.sdc
current_design Datacompare8

set clk_period 1.8
set clk_io_pct 0.2

create_clock -name clk0 -period $clk_period

set non_clock_inputs [all_inputs -no_clocks]
set_input_delay [expr $clk_period * $clk_io_pct] -clock clk0 $non_clock_inputs
set_output_delay [expr $clk_period * $clk_io_pct] -clock clk0 [all_outputs]
### flow/config.mk
export PLATFORM = sky130hd
export DESIGN_NAME = Datacompare8
export DESIGN_NICKNAME = Datacompare8
export VERILOG_FILES = /design/flow/design.v
export SDC_FILE = /design/flow/constraint.sdc
export NUM_CORES = 4
export LEC_CHECK = 1
export CORE_AREA = 10 10 70 70
export DIE_AREA = 0 0 80 80
### flow/run.sh
#!/bin/bash
# OpenROAD 26Q1-2900-gdf79404cd8, Yosys 0.63+post, stock flow scripts
make -C /OpenROAD-flow-scripts/flow DESIGN_CONFIG=/design/flow/config.mk WORK_HOME=/design/flow/orfs finish
### flow/design.v
`timescale 1ns / 1ps
module Datacompare4(
    input [3:0]  iData_a,
    input [3:0]  iData_b,
    input [2:0] iData,
    output reg [2:0] oData
);
    always @* begin
        if ( iData_a >  iData_b) begin
            oData = 3'b001;
        end else if ( iData_a <  iData_b) begin
            oData = 3'b100;
        end else begin
            case (iData)
                3'b100: oData = 3'b100;
                3'b001: oData = 3'b001;
                3'b010: oData = 3'b010;
                default: oData = 3'b000;
            endcase
        end
    end
endmodule
module Datacompare8(
    input [7:0]  iData_a,
    input [7:0]  iData_b,
    output [2:0] oData
);
    wire [2:0] mid;
    wire [2:0] low = 3'b010;
    Datacompare4 comp_low4(
        . iData_a( iData_a[3:0]),
        . iData_b( iData_b[3:0]),
        .iData(low),
        .oData(mid)
    );
    Datacompare4 comp_high4(
        . iData_a( iData_a[7:4]),
        . iData_b( iData_b[7:4]),
        .iData(mid),
        .oData(oData)
    );
endmodule
==> impl_metrics.env <==
# implementation run metrics
export IMPL_status="complete, no violations"
export IMPL_powerDensity_nw_per_um2=221.6
export IMPL_drcViolationCount=0
export IMPL_drtIter0Drc=2
export IMPL_die_area_sq_um=6400
export IMPL_routabilityCongestion=0.6964
export IMPL_crit_type="input port to output pin"
export IMPL_warnings=32
export IMPL_diodes=0
export IMPL_vias_per_cell=2.747
export IMPL_ff_count=0
export IMPL_finalInstanceArea_sq_um=545.5
export IMPL_worst_pin_slew_ns=0.1730
export IMPL_drv_cap=0
export IMPL_io_buffers=19
export IMPL_rows=21
export IMPL_seq_area_sq_um=0
export IMPL_ys_types=14
export IMPL_drt_wl_total_um=849
export IMPL_fin_crit_sh=0.9736
export IMPL_pin_count=19
export IMPL_ys_cells=32
export IMPL_grt_pass1_wl_um=1290
export IMPL_num_clock_buffers=0
export IMPL_hold_class="input port to output pin"
export IMPL_syn_inst=32
export IMPL_tns_ns=0
export IMPL_placed_cell_area_sq_um=489.2
export IMPL_most_common_cell="inv_1"
export IMPL_max_freq_ghz=0.5706
export IMPL_grt_util_met3=0.01023
export IMPL_use_met1=0.03303
export IMPL_drt_pass1_iterations=2
export IMPL_areaGrowthSynthToFinish_pct=125.9
export IMPL_dp_cells=97
export IMPL_finalHoldViolCount=0
export IMPL_synth_area_sq_um=241.5
export IMPL_setup_viol_count_final=0
export IMPL_period_needed_ns=1.753
export IMPL_vias=272
export IMPL_ys_warn_count=1
export IMPL_syn_avg_cell_area_sq_um=7.546
export IMPL_synthTopCellsByCount="inv_1, ha_1, a21oi_1, nand4_1"
export IMPL_ctsHoldBuffers=0
export IMPL_fp_utilization=0.07070
export IMPL_power_uw=120.9
export IMPL_grtUsageTotal=0.02449
export IMPL_die_height_um=80
export IMPL_met2_usage=0.03772
export IMPL_dp_hpwl_um=732.7
export IMPL_ir_drop_uv=39.31
export IMPL_core_area_sq_um=3416
export IMPL_routedWlPerCell_um=8.576
export IMPL_slew_violations=0
export IMPL_worstPathMaxFanout=2
export IMPL_maxSlewHeadroom=0.8841
export IMPL_hold_slack_ns=1.205
export IMPL_drive_above_1_share=0.6226
export IMPL_grt_busiest_layer="met2"
export IMPL_grt_pass1_vias=288
export IMPL_worst_ep_arrival_time_ns=1.39
export IMPL_grt_overflow=0
export IMPL_antenna_found_initial=0
export IMPL_area_leaders="ha_1, inv_1, o211ai_4, a21oi_1, nor2b_4"
export IMPL_top_area_cell="ha_1"
export IMPL_ys_area_sq_um=241.5
export IMPL_ant_nets=0
export IMPL_die_w_um=80
export IMPL_grt_max_degree=4
export IMPL_yosys_area_top_type_share=0.4145
export IMPL_yosys_stat_seqShare=0
export IMPL_power_leakage_nw=0.2347
export IMPL_crit_path_start_kind="input port"
export IMPL_cp_end_kind="output pin"
export IMPL_required_ns=1.44
export IMPL_layout_cells_non_filler=99
[cells by family (layout without fill, tap and decap cells)]
logic type | Yosys count | after routing | share of synthesized area
buffers and inverters | 9 | 30 | 0.1399
and+or+nand+nor | 7 | 7 | 0.1917
adders and majority gates | 8 | 8 | 0.4145
AOI/OAI and AO/OA | 8 | 8 | 0.2538
[critical path: stages]
cell	delay, ns
buf_2	0.10
inv_2	0.06
ha_4	0.20
nor2b_4	0.13
o211ai_4	0.19
nand2_2	0.07
and3_1	0.17
buf_2	0.11
[where the power goes]
part / leakage (nW) / total, mW / switching, mW / internal (mW)
logic: 0.235 / 0.121 / 0.0508 / 0.0701
registers: 0 / 0 / 0 / 0
clock network: 0 / 0 / 0 / 0
total: 0.235 / 0.121 / 0.0508 / 0.0701
[final timing paths]
kind / cells after the start / from / slack, ns / end
worst max-delay path: 8 / iData_b[1] / 0.05 / oData[1]
worst min-delay path: 6 / iData_a[3] / 1.21 / oData[2]
[area by class of cell]
class | count | area (sq um)
fillers | 391 | 2870
inverters | 9 | 33.78
multi-input cells | 23 | 300.3
well taps | 46 | 57.56
repair buffers | 21 | 153.9
[cells in the final DEF (no fill, tap or decap), drive strengths merged]
| cell type | netlist | layout |
|---|---|---|
| clkbuf | 0 | 6 |
| a21boi | 1 | 1 |
| clkdlybuf4s15 | 0 | 8 |
| a21oi | 3 | 3 |
| ha | 8 | 8 |
| o211ai | 1 | 1 |
| and3 | 1 | 1 |
| o21a | 1 | 1 |
| inv | 9 | 9 |
| o21ai | 2 | 2 |
| buf | 0 | 7 |
| nor2b | 1 | 1 |
| nand2 | 2 | 2 |
| nor2 | 1 | 1 |
| nand4 | 2 | 2 |
[through the flow]
stage	util	worst slack (ns)
floorplan	-	0.2815
global placement	0.1432	-0.6998
detailed placement	0.1432	-0.7113
CTS	0.1641	0.001141
global route	0.1597	-0.0009011
finish	0.1597	0.04750
[layer usage]
metal | share of wire | routed length (um)
met5 | 0 | 0
met4 | 0 | 0
met3 | 0.11 | 93
met2 | 0.45 | 382
met1 | 0.44 | 372
[timing repair]
item / in CTS / in global routing
gates resized: 54 / 17
endpoints found under the setup margin: 3 / 2
pin swaps: 14 / 11
buffers inserted: 2 / 0
Power and IR drop assume default switching activity.
